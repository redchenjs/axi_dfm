===== flow/design.v =====
module control(
    input logic clk_i,
    input logic rst_n_i,
    input logic dc_i,
    input logic       spi_byte_vld_i,
    input logic [7:0] spi_byte_data_i,
    output logic       reg_rd_en_o,
    output logic [3:0] reg_rd_addr_o
);
typedef enum logic [7:0] {
    CONF_RD = 8'h3a,
    DATA_RD = 8'h3b
} cmd_t;
logic conf_rd;
logic data_rd;
logic [3:0] rd_addr;
assign reg_rd_en_o   = data_rd;
assign reg_rd_addr_o = rd_addr;
always_ff @(posedge clk_i or negedge rst_n_i)
begin
    if (!rst_n_i) begin
        conf_rd <= 1'b0;
        data_rd <= 1'b0;
        rd_addr <= 4'h0;
    end else begin
        if (spi_byte_vld_i) begin
            if (!dc_i) begin   
                case (spi_byte_data_i)
                    CONF_RD: begin
                        conf_rd <= 1'b1;
                        data_rd <= 1'b0;
                        rd_addr <= 4'h0;
                    end
                    DATA_RD: begin
                        conf_rd <= 1'b0;
                        data_rd <= 1'b1;
                        rd_addr <= 4'h8;
                    end
                    default: begin
                        conf_rd <= 1'b0;
                        data_rd <= 1'b0;
                        rd_addr <= 4'h0;
                    end
                endcase
            end else begin     
                conf_rd <= conf_rd & (rd_addr == 4'h6) ? 1'b0 : conf_rd;
                data_rd <= data_rd & (rd_addr == 4'he) ? 1'b0 : data_rd;
                rd_addr <= (conf_rd | data_rd) ? rd_addr + 1'b1 : 4'h0;
            end
        end
    end
end
endmodule

===== flow/run.sh =====
#!/bin/bash
# OpenROAD 26Q1-2900-gdf79404cd8, Yosys 0.63+post, stock flow scripts
make -C /OpenROAD-flow-scripts/flow DESIGN_CONFIG=/design/flow/config.mk WORK_HOME=/design/flow/orfs finish

===== flow/config.mk =====
export PLATFORM = sky130hd
export DESIGN_NAME = control
export DESIGN_NICKNAME = control
export VERILOG_FILES = /design/flow/design.v
export SDC_FILE = /design/flow/constraint.sdc
export NUM_CORES = 4
export LEC_CHECK = 1
export CORE_AREA = 10 10 70 70
export DIE_AREA = 0 0 80 80
export SYNTH_HDL_FRONTEND = slang

===== flow/constraint.sdc =====
current_design control

set clk_period 2.5
set clk_io_pct 0.2

create_clock -name clk0 -period $clk_period [get_ports {clk_i}]

set non_clock_inputs [all_inputs -no_clocks]
set_input_delay [expr $clk_period * $clk_io_pct] -clock clk0 $non_clock_inputs
set_output_delay [expr $clk_period * $clk_io_pct] -clock clk0 [all_outputs]

==> Changelog: implementation <==
## Flow update

- Status: completed
- Global Route met1 Usage: 3.37%
- Clk sinks: 6
- Max incr delay on CP: 0.51 ns
- First-pass GRT wire length: 1620 um
- Worst-path fanout max: 6
- Total CTS buffers: 3
- Power Total: 0.000213 W
- Antenna violations before repair: 0
- Crit share post-route: 66.5%
- Drt wl/cell: 9.96 um
- Mapped Area: 355 um2
- Met2 usage: 5.86%
- CTS tree: done
- Worst-Skew Late Latency: 0.24 ns
- Placer Congestion: 0.794
- CP max stage cell: clkdlybuf4s50_1
- Worst slew pin tran: 0.281 ns
- Max_slew headroom: 81.2%
- Crit path max-delay family: buffers and inverters
- DR vias/cell: 3.27
- Top cells, area: dfrtp_1, ha_1, o21ai_0, nand2_1, nor3b_2
- YS chip area: 355 um2
- Post-DP HPWL: 902 um
- Grt met3 use: 1.59%
- Die width: 80 um
- Min cycle time layout: 1.66 ns
- Synth Instances: 36
- CTS resizes: 0
- Clk pin slew, worst setup/hold paths: 0.05 ns
- EDFF count, synth: 0
- Remaining DRCs: 0
- Syn_area_per_cell: 9.87 um2
- Max-Cap Viols: 0
- Pleak: 0.234 nW
- Placed insts: 98
- Hold Vio Cnt, Final: 0
- Yosys warnings: 0
- Vias in the first global route: 344
- Starting DRT DRC Count: 14
- Peak supply drop: 0.0647 mV
- R2r endpoint: conf_rd
- Asr flop ratio synth: 100%
- Total gr overflow: 0
- Largest net degree at the start of global routing: 9
- Reg2Reg Depth: 6
- Die Ht: 80 um
- Skew final: 0.00178 ns
- HP Class: primary input to asynchronous set/reset pin
- Die Area: 6400 um2
- Ys flop type: dfrtp_1
- Crit path DRT: 2.00 ns
- I/O Buffers: 16
- Final wirelength: 1010 um
- Max-area cell share: 42.3%
- Grt peak-use layer: met2
- CTS H-tree depth: 1
- RSZ-0062 raised after global routing: false
- Setup TNS: 0 ns
- Unique cell types: 21
- Number of diodes: 0
- Critical Path AT: 1.16 ns
- Finished Core Util: 17.4%
- Router iterations before antenna repair: 3
- Vias: 330
- Gr usage total: 3.26%
- Cell breakdown of the critical path: clkdlybuf4s50_1
- Core Density at Floorplan: 10.4%
- Fraction of layout cells with a size suffix above 1: 14.5%
- Biggest area consumer among synthesized cells: dfrtp_1
- Tally of OpenROAD warnings: 26
- Register share after synthesis: 42.3%
- Post-DRT Antenna Nets: 0
- Area delta synth->final: 67.6%
- R2R setup slack: 1.33 ns
- Crit. End Element: primary output
- Fin cells: 101
- Fmax: 602 MHz
- Final setup vio count: 0
- Cell count listed in synth_stat.txt: 36
- Cts hold-fix bufs: 0
- R2R Path Start: reg_rd_addr_o[0]
- Ports: 17
- Placement row count: 21
- CTS Buffer Depth: 2
- Core area: 3420 um2
- Post-CTS Setup Bufs: 0
- Synth flops: 6
- P per Cell Area: 358 nW/um2
- Max-slew violations: 0
- Clk root buf: clkbuf_4
- CP Buf/Inv Count: 1
- Startpoint Class: flop
- Setup CP Type: flop to primary output
## routing by layer
metal	vias up	wire, um	part of all wire [%]
met5	-	0	0
met4	0	0	0
met3	0	62	6.2
met2	8	532	53
met1	152	411	41
li1	170	-	-
## where the power goes
part	leakage (nW)	total, W	internal, W	switching [W]
Sequential	0.0838	0.0000980	0.0000977	0.000000322
Clock	0.0138	0.0000885	0.0000543	0.0000342
Combinational	0.137	0.0000268	0.0000182	0.00000858
Total	0.234	0.000213	0.000170	0.0000431
## cells in the mapped netlist (2+ instances only)
cell type	number
dfrtp_1	6
o21ai_0	5
nand2_1	4
ha_1	2
inv_1	2
nand3_1	2
## final cells by class
cell class	count	area, um2
Clock buffer	3	22.5
Fill cell	386	2820
Inverter	2	7.51
Multi-Input combinational cell	28	198
Sequential cell	6	150
Tap cell	46	57.6
Timing Repair Buffer	16	160
## state kept, by name (all words and copies together), names as in the netlist
register and count:
conf_rd 1, reg_rd_addr_o 4, reg_rd_en_o 1
## worst max path at each step
stage,start,endpoint,slack [ns],cells past startpoint
final,reg_rd_addr_o[2],reg_rd_addr_o[2],0.84,1
after global routing,reg_rd_addr_o[2],reg_rd_addr_o[2],0.77,1
after CTS,reg_rd_addr_o[2],reg_rd_addr_o[2],0.80,1
## placed cells by master (no fill, tap or decap), types with 2 or more instances in the layout
cell type,Yosys,layout
inv_1,2,2
clkdlybuf4s50_1,0,16
nand2_1,4,4
clkbuf_4,0,3
ha_1,2,2
dfrtp_1,6,6
o21ai_0,5,5
nand3_1,2,2
## cells by family after synthesis
logic type                 synth area share (%)
muxes                                      5.99
adders and majority gates                  7.04
and+or+nand+nor                            24.6
AOI/OAI and AO/OA                          18.0
DFF                                        42.3
buffers and inverters                      2.11
## metrics by stage
stage,hold WS (ns),worst slack [ns],area [um2]
after floorplan,0.204,1.42,355
after global placement,0.570,0.845,573
after detailed placement,0.537,0.846,573
after CTS,0.506,0.804,596
after global routing,0.524,0.766,596
final,0.504,0.838,596
No activity file was given, so power comes from the tool's default toggle rates.
