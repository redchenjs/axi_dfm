**flow/run.sh**
```bash
#!/bin/bash
# OpenROAD 26Q1-2900-gdf79404cd8, Yosys 0.63+post, stock flow scripts
make -C /OpenROAD-flow-scripts/flow DESIGN_CONFIG=/design/flow/config.mk WORK_HOME=/design/flow/orfs finish
```
**flow/config.mk**
```make
export PLATFORM = sky130hd
export DESIGN_NAME = axi_dfm_v1_0
export DESIGN_NICKNAME = axi_dfm_v1_0
export VERILOG_FILES = /design/flow/design.v
export SDC_FILE = /design/flow/constraint.sdc
export NUM_CORES = 4
export LEC_CHECK = 1
export CORE_UTILIZATION = 50
export SYNTH_HDL_FRONTEND = slang
```
**flow/constraint.sdc**
```tcl
current_design axi_dfm_v1_0

set clk_period 18.9
set clk_io_pct 0.2

create_clock -name clk0 -period $clk_period [get_ports {s_axi_aclk}]

set non_clock_inputs [all_inputs -no_clocks]
set_input_delay [expr $clk_period * $clk_io_pct] -clock clk0 $non_clock_inputs
set_output_delay [expr $clk_period * $clk_io_pct] -clock clk0 [all_outputs]
```
**flow/design.v**
```verilog
`timescale 1ns / 1ps
module axi_dfm_v1_0(
    input logic s_axi_aclk,
    input logic s_axi_aresetn,
    input  logic [31:0] s_axi_awaddr,
    input  logic        s_axi_awvalid,
    output logic        s_axi_awready,
    input  logic [31:0] s_axi_wdata,
    input  logic        s_axi_wvalid,
    output logic        s_axi_wready,
    output logic s_axi_bvalid,
    input  logic s_axi_bready,
    input  logic [31:0] s_axi_araddr,
    input  logic        s_axi_arvalid,
    output logic        s_axi_arready,
    output logic [31:0] s_axi_rdata,
    output logic        s_axi_rvalid,
    input  logic        s_axi_rready,
    input  logic signal_in,
    output logic signal_done
);
logic [4:0] gate_en;
logic [4:0] gate_sync;
logic [31:0] gate_shift;
logic [31:0] gate_total;
logic  [4:0] raw_wr_en;
logic [63:0] raw_wr_data[5];
logic        reg_wr_en;
logic [63:0] reg_wr_data;
logic [63:0] reg_rd_data;
assign s_axi_awready = s_axi_aresetn && s_axi_awvalid && (!s_axi_bvalid || s_axi_bready);
assign s_axi_wready  = s_axi_aresetn && s_axi_wvalid  && (!s_axi_bvalid || s_axi_bready);
assign s_axi_arready = s_axi_aresetn && s_axi_arvalid && (!s_axi_rvalid || s_axi_rready);
assign signal_done = reg_wr_en;
always_ff @(posedge s_axi_aclk or negedge s_axi_aresetn)
begin
    if (!s_axi_aresetn) begin
        gate_shift <= 32'h0000_0000;
        gate_total <= 32'h0000_0000;
        reg_rd_data <= 64'h0000_0000_0000_0000;
        s_axi_bvalid <= 1'b0;
        s_axi_rvalid <= 1'b0;
        s_axi_rdata <= 32'h0000_0000;
    end else begin
        if (s_axi_awready) begin
            case (s_axi_awaddr[7:0])
                8'h00:
                    gate_shift <= s_axi_wdata;
                8'h04:
                    gate_total <= s_axi_wdata;
                default:
                    reg_rd_data <= reg_wr_data;
            endcase
        end
        if (s_axi_arready) begin
            case (s_axi_araddr[7:0])
                8'h00:
                    s_axi_rdata <= gate_shift;
                8'h04:
                    s_axi_rdata <= gate_total;
                8'h08:
                    s_axi_rdata <= reg_rd_data[31:0];
                8'h0C:
                    s_axi_rdata <= reg_rd_data[63:32];
                default:
                    s_axi_rdata <= 32'h0000_0000;
            endcase
        end
        s_axi_bvalid <= (s_axi_bvalid & ~s_axi_bready) | s_axi_awready;
        s_axi_rvalid <= (s_axi_rvalid & ~s_axi_rready) | s_axi_arready;
    end
end
startup startup(
    .clk_i(s_axi_aclk),
    .rst_n_i(s_axi_aresetn),
    .gate_sync_i(gate_sync),
    .gate_shift_i(gate_shift),
    .gate_en_o(gate_en)
);
genvar i;
generate
    for (i = 0; i < 5; i++) begin: measure_block
        measure measure(
            .clk_i(s_axi_aclk),
            .rst_n_i(s_axi_aresetn),
            .sig_clk_i(signal_in),
            .gate_en_i(gate_en[i]),
            .gate_total_i(gate_total),
            .reg_wr_en_o(raw_wr_en[i]),
            .reg_wr_data_o(raw_wr_data[i]),
            .gate_sync_o(gate_sync[i])
        );
    end
endgenerate
always_ff @(posedge s_axi_aclk or negedge s_axi_aresetn)
begin
    if (!s_axi_aresetn) begin
        reg_wr_en   <= 1'b0;
        reg_wr_data <= 64'h0000_0000_0000_0000;
    end else begin
        reg_wr_en <= raw_wr_en[0] | raw_wr_en[1] | raw_wr_en[2] | raw_wr_en[3] | raw_wr_en[4];
        case (raw_wr_en)
            5'b00001:
                reg_wr_data <= raw_wr_data[0];
            5'b00010:
                reg_wr_data <= raw_wr_data[1];
            5'b00100:
                reg_wr_data <= raw_wr_data[2];
            5'b01000:
                reg_wr_data <= raw_wr_data[3];
            5'b10000:
                reg_wr_data <= raw_wr_data[4];
            default:
                reg_wr_data <= reg_wr_data;
        endcase
    end
end
endmodule
module data_syn(
    input logic clk_i,
    input logic rst_n_i,
    input logic data_i,
    output logic data_o
);
logic data_a, data_b;
assign data_o = data_b;
always_ff @(posedge clk_i or negedge rst_n_i)
begin
    if (!rst_n_i) begin
        data_a <= 1'b0;
        data_b <= 1'b0;
    end else begin
        data_a <= data_i;
        data_b <= data_a;
    end
end
endmodule
module edge2en(
    input logic clk_i,
    input logic rst_n_i,
    input logic data_i,
    output logic pos_edge_o,
    output logic neg_edge_o,
    output logic any_edge_o
);
logic data_a, data_b;
assign pos_edge_o = ~data_b & data_a;
assign neg_edge_o = ~data_a & data_b;
assign any_edge_o =  data_a ^ data_b;
always_ff @(posedge clk_i or negedge rst_n_i)
begin
    if (!rst_n_i) begin
        data_a <= 1'b0;
        data_b <= 1'b0;
    end else begin
        data_a <= data_i;
        data_b <= data_a;
    end
end
endmodule
module measure(
    input logic clk_i,
    input logic rst_n_i,
    input logic sig_clk_i,
    input logic        gate_en_i,
    input logic [31:0] gate_total_i,
    output logic        reg_wr_en_o,
    output logic [63:0] reg_wr_data_o,
    output logic gate_sync_o
);
logic sig_clk_s;
logic sig_clk_p;
logic gate_sync;
logic gate_sync_n;
logic        gate_en;
logic [31:0] gate_cnt;
logic [31:0] sig_clk_cnt;
logic [31:0] ref_clk_cnt;
logic        reg_wr_en;
logic [63:0] reg_wr_data;
assign reg_wr_en_o   = reg_wr_en;
assign reg_wr_data_o = reg_wr_data;
assign gate_sync_o = gate_sync;
data_syn sig_clk_syn(
    .clk_i(clk_i),
    .rst_n_i(rst_n_i),
    .data_i(sig_clk_i),
    .data_o(sig_clk_s)
);
edge2en sig_clk_en(
    .clk_i(clk_i),
    .rst_n_i(rst_n_i),
    .data_i(sig_clk_s),
    .pos_edge_o(sig_clk_p)
);
edge2en gate_sync_en(
    .clk_i(clk_i),
    .rst_n_i(rst_n_i),
    .data_i(gate_sync),
    .neg_edge_o(gate_sync_n)
);
always_ff @(posedge clk_i or negedge rst_n_i)
begin
    if (!rst_n_i) begin
        gate_en  <= 1'b0;
        gate_cnt <= 32'h0000_0000;
        gate_sync <= 1'b0;
        sig_clk_cnt <= 32'h0000_0000;
        ref_clk_cnt <= 32'h0000_0000;
        reg_wr_en   <= 1'b0;
        reg_wr_data <= 64'h0000_0000_0000_0000;
    end else begin
        if (gate_sync) begin
            gate_en  <= (gate_cnt == gate_total_i) ? 1'b0 : gate_en;
            gate_cnt <= (gate_cnt == gate_total_i) ? 32'h0000_0000 : gate_cnt + 1'b1;
            gate_sync <= (sig_clk_p & ~gate_en) ? 1'b0 : gate_sync;
            sig_clk_cnt <= sig_clk_p ? sig_clk_cnt + 1'b1 : sig_clk_cnt;
            ref_clk_cnt <= ref_clk_cnt + 1'b1;
        end else begin
            gate_en  <= gate_en_i;
            gate_cnt <= 32'h0000_0000;
            gate_sync <= (sig_clk_p & gate_en) ? 1'b1 : gate_sync;
            sig_clk_cnt <= reg_wr_en ? 32'h0000_0000 : sig_clk_cnt;
            ref_clk_cnt <= reg_wr_en ? 32'h0000_0000 : ref_clk_cnt;
        end
        reg_wr_en   <= gate_sync_n;
        reg_wr_data <= gate_sync_n ? {ref_clk_cnt, sig_clk_cnt} : reg_wr_data;
    end
end
endmodule
module startup(
    input logic clk_i,
    input logic rst_n_i,
    input logic  [4:0] gate_sync_i,
    input logic [31:0] gate_shift_i,
    output logic [4:0] gate_en_o
);
logic  [4:0] gate_en;
logic [31:0] gate_cnt;
logic        gate_next;
logic        gate_done;
assign gate_en_o = gate_en;
edge2en gate_next_en(
    .clk_i(clk_i),
    .rst_n_i(rst_n_i),
    .data_i(gate_done & (gate_en == gate_sync_i)),
    .pos_edge_o(gate_next)
);
always_ff @(posedge clk_i or negedge rst_n_i)
begin
    if (!rst_n_i) begin
        gate_en   <= 5'b00000;
        gate_cnt  <= 32'h0000_0000;
        gate_done <= 1'b0;
    end else begin
        gate_en   <= gate_next ? {gate_en[3:0], (gate_sync_i != 5'b01111)} : gate_en;
        gate_cnt  <= gate_next ? 32'h0000_0000 : gate_cnt + 1'b1;
        gate_done <= gate_next ? 1'b0 : (gate_cnt == gate_shift_i) ? 1'b1 : gate_done;
    end
end
endmodule
```
==> impl_metrics.yaml <==
# flow metrics
cts:
  clock_sinks: 1096
  insertion_delay_ps: 710
  h-tree-depth: 3
  cts.clk_slew.worst_paths_ps: 60
  cts_tree: "built"
  clock_path_buffers: 3
  post_cts_resized: 0
  cts_buffers: 118
  cts_hold_buffers: 0
  post-cts-setup-buffer-count: 0
  root_buffer: "clkbuf_16"
critical_path:
  crit_required_ps: 15120
  worstSetupEndpointType: "output port"
  r2r_cells: 6
  startpoint_type: "input pin"
  worstPathArrival_ps: 5350
  cp_max_fo: 34
  path_class: "in -> out"
drt:
  via_per_inst: 5.80
  drt-total-wl_um: 134000
  wl_per_cell_um: 22.1
  drt-pass1-iter-count: 5
  final_antenna_net_count: 0
  drt-initial-drc-count: 2559
  drc: 0
  vias: 35200
power:
  power_uw: 6410
  powerDensity_nw_per_um2: 112
  combPwrFrac: 0.208
  p_seq_frac: 0.431
  ir_worst_vdd_mv: 0.141
  intPower_uw: 4290
  leakagePower_uw: 0.0265
  clockPowerShare: 0.361
  swShare: 0.330
  p_sw_uw: 2110
run:
  tool_warnings: 77
  maxCapViolations: 0
yosys:
  yosysChipArea_um2: 51000
  syn_area_per_cell_um2: 11.1
  ys_types: 63
  synth_cells: 4576
  yosysSeqAreaShare: 0.538
  synth-main-ff-cell: "dfrtp_1"
  top_area_frac: 0.538
  edf_count: 0
  synth_warnings: 0
  ys_cells: 4576
  ys_async_sr_fraction: 1.00
  synth_flops: 1096
  yosys.area.top_type: "dfrtp_1"
  area_leaders: "dfrtp_1, mux2_2, xor2_1, xnor2_1, mux2_1"
  mappedNetlistArea_um2: 51000
grt:
  grt_max_degree: 110
  grt_overflow: 0
  antenna_found_initial: 3
  grt_pass1_wl_um: 211000
  track_usage: 0.281
  grt_pass1_vias: 34000
cells_and_area:
  area_growth_pct: 12.3
  mostFrequentLayoutCells: "dfrtp_1, nor2_1, nand2_1"
  layout-drive-gt1-share: 0.144
  lay_top_count: "dfrtp_1"
  design_area_um2: 57300
timing:
  max_freq_mhz: 110
  hold_violations: 0
  worst_slew_pin_slew_ps: 877
  maxSlewHeadroom: 0.415
  clock_skew_ps: 21.1
  fin_setup_tns_ps: 0
  rsz0062_at_grt: "no"
  setup_violations: 0
  finalCritPeriodShare: 0.483
  min_period_ps: 9130
  maxSlewViolCount: 0
  layout_setup_ws_ps: 9770
floorplan:
  die-area_um2: 103000
  fp.dieH_um: 321
  fp-utilization: 0.507
  core_um2: 101000
  io_pins: 142
  die_w_um: 321
  num_rows: 116
placed_design:
  port_buffers: 93
  dp_slack_ps: 9750
  dpl-instance-area_um2: 53400
  gp_congestion: 0.943
  hpwl_um: 91900
worst_hold_path:
  min_path_type: "reg -> reg"
  hold_path_depth: 0
outcome:
  status: "completed"
-- Yosys cell counts (all sizes together) (48+ instances only) --
cell and n:
a21oi 48, a22oi 128, and3 131, and4 52, buf 51, clkbuf 204
dfrtp 1096, inv 57, mux2 457, mux2i 72, nand2 349, nand3 202
nand4 150, nor2 370, nor3 49, nor4 100, o21ai 248, xnor2 172
xor2 305
-- per-stage QoR --
stage / std cells / util / hold slack, ps
after floorplan: 4576 / - / 331
after global placement: 5851 / 0.531 / 340
after detailed placement: 5851 / 0.531 / 339
after CTS: 6072 / 0.570 / 354
after global routing: 6072 / 0.570 / 362
final: 6076 / 0.570 / 351
-- flip-flops by register name, indices dropped and copies added (netlist names), 32 cells and up, named ones only --
| register | flops |
|---|---|
| measure_block.measure.gate_cnt | 160 |
| reg_rd_data | 64 |
| startup.gate_cnt | 32 |
| gate_total | 32 |
| gate_shift | 32 |
| measure_block.measure.ref_clk_cnt | 160 |
| s_axi_rdata | 32 |
| measure_block.measure.sig_clk_cnt | 160 |
| reg_wr_data | 64 |
| measure_block.measure.reg_wr_data_o | 320 |
-- routing by layer --
| layer | global-route usage | wire (um) |
|---|---|---|
| met1 | 0.467 | 62600 |
| met2 | 0.387 | 57600 |
| met3 | 0.0798 | 10200 |
| met4 | 0.0646 | 3870 |
| met5 | 0 | 0 |
-- power groups by stage --
| stage | registers, uW | clock network [uW] | logic [uW] |
|---|---|---|---|
| CTS | 2760 | 2370 | 1350 |
| global route | 2780 | 2460 | 1470 |
| finish | 2760 | 2320 | 1330 |
-- worst paths after layout --
check / end / slack (ps) / start
max in group asynchronous: measure_block[4].measure.reg_wr_data_o[20]$_DFFE_PN0P_ / 12020 / s_axi_aresetn
hold / removal: measure_block[3].measure.sig_clk_syn.data_o$_DFF_PN0_ / 350 / measure_block[4].measure.sig_clk_syn.data_a$_DFF_PN0_
setup / recovery: s_axi_arready / 9770 / s_axi_rready
hold reg to reg: measure_block[3].measure.sig_clk_syn.data_o$_DFF_PN0_ / 350 / measure_block[4].measure.sig_clk_syn.data_a$_DFF_PN0_
min in group asynchronous: measure_block[4].measure.gate_cnt[17]$_DFF_PN0_ / 3080 / s_axi_aresetn
setup reg to reg: reg_wr_data[27]$_DFFE_PN0P_ / 15050 / measure_block[0].measure.reg_wr_en_o$_DFF_PN0_
-- final cells by class --
| type | instances | area (um2) |
|---|---|---|
| Tap cell | 1357 | 1700 |
| Sequential cell | 1096 | 27400 |
| Clock inverter | 49 | 464 |
| Clock buffer | 172 | 3470 |
| Multi-Input combinational cell | 3163 | 22500 |
| Antenna cell | 4 | 10.0 |
| Fill cell | 8253 | 43300 |
| Inverter | 62 | 233 |
| Timing Repair Buffer | 173 | 1540 |
-- worst max-delay path, cell delays in order --
cell,delay [ps]
clkdlybuf4s50_1,420
nand2b_1,170
nand3_1,80
buf_4,400
inv_1,70
clkdlybuf4s50_1,400
-- cell families (layout without fill, tap and decap cells) --
kind of cell	Yosys count	count (layout)	share of synthesized area
simple gates	1531	1531	0.151
mux	561	561	0.129
other cells	0	4	0
fa+ha+maj	21	21	0.00515
buf+inv	317	456	0.0240
compound gates	573	573	0.0711
xor+xnor	477	477	0.0819
flops	1096	1096	0.538
Power and IR drop assume default switching activity.
