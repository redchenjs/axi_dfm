==> /design/flow/run.sh <==
#!/bin/bash
# OpenROAD 26Q1-2900-gdf79404cd8, Yosys 0.63+post, stock flow scripts
make -C /OpenROAD-flow-scripts/flow DESIGN_CONFIG=/design/flow/config.mk WORK_HOME=/design/flow/orfs finish
==> /design/flow/config.mk <==
export PLATFORM = sky130hd
export DESIGN_NAME = regfile
export DESIGN_NICKNAME = regfile
export VERILOG_FILES = /design/flow/design.v
export SDC_FILE = /design/flow/constraint.sdc
export NUM_CORES = 4
export LEC_CHECK = 1
export CORE_UTILIZATION = 40
export SYNTH_HDL_FRONTEND = slang
==> /design/flow/constraint.sdc <==
current_design regfile

set clk_period 3.0
set clk_io_pct 0.2

create_clock -name clk0 -period $clk_period [get_ports {clk_i}]

set non_clock_inputs [all_inputs -no_clocks]
set_input_delay [expr $clk_period * $clk_io_pct] -clock clk0 $non_clock_inputs
set_output_delay [expr $clk_period * $clk_io_pct] -clock clk0 [all_outputs]
==> /design/flow/design.v <==
localparam [31:0] DEFAULT_GATE_TIME_SHIFT = 32'd66_999;
localparam [31:0] DEFAULT_GATE_TIME_TOTAL = 32'd334_999;
module regfile(
    input logic clk_i,
    input logic rst_n_i,
    input logic       reg_rd_en_i,
    input logic [3:0] reg_rd_addr_i,
    input logic        reg_wr_en_i,
    input logic [63:0] reg_wr_data_i,
    output logic [7:0] reg_rd_data_o
);
logic [7:0] regs[7:0];
logic [7:0] data[15:0];
assign {data[3], data[2], data[1], data[0]} = DEFAULT_GATE_TIME_SHIFT;
assign {data[7], data[6], data[5], data[4]} = DEFAULT_GATE_TIME_TOTAL;
assign reg_rd_data_o = data[reg_rd_addr_i];
always_ff @(posedge clk_i or negedge rst_n_i)
begin
    if (!rst_n_i) begin
        for (integer i = 0; i < 8; i++) begin
            regs[i]     <= 8'h00;
            data[i + 8] <= 8'h00;
        end
    end else begin
        if (reg_wr_en_i) begin
            {regs[7], regs[6], regs[5], regs[4], regs[3], regs[2], regs[1], regs[0]} <= reg_wr_data_i;
        end
        if (!reg_rd_en_i) begin
            data[15:8] <= regs;
        end
    end
end
endmodule
==> flow_summary.yaml <==
# yosys + openroad results
critical_path:
  cp_data_required_time_ns: 2.40
  cp_num_buf_inv: 3
  reg2reg_setup_slack_ns: 2.21
  timing.critical_path.cells: "clkdlybuf4s15_1, buf_12, mux4_2, a22o_1, a41o_1, clkdlybuf4s50_1"
  setup.worst_path.class: "input pin to primary output"
  critical_path.reg2reg.startpoint: "data[94]$_DFFE_PN0N_"
  cpMaxStageDelayCell: "sky130_fd_sc_hd__mux4_2"
  timing.critical_path.from_type: "input pin"
  critical_path.max_fanout: 8
  crit_arrival_ns: 2.32
  timing.critical_path.to_type: "primary output"
  cp_slowest_stage_delay_ns: 0.49
  worst_r2r_path_depth: 1
  critical_path.top_delay_family: "buffers and inverters"
  worstReg2RegEnd: "data[94]$_DFFE_PN0N_"
floorplanning:
  floorplan.die_area_um2: 13800
  initial_core_util_pct: 41.7
  die_width_um: 118
  boundaryPins: 80
  die-height_um: 118
  std_cell_rows: 41
  core_area_um2: 12800
pwr:
  power.density_cell_area_nw_per_um2: 654
  share_of_power_burned_in_the_clock_network_pct: 42.7
  switching_share_pct: 21.1
  pwr-share-comb_pct: 12.6
  irDropWorstVdd_mv: 0.397
  seq_power_share_pct: 44.7
  p_sw_w: 0.000969
  intPower_w: 0.00363
  power.leakage_nw: 2.95
grt:
  grtUsageMet1_pct: 24.6
  gr-usage-met3_pct: 3.75
  top_usage_layer: "met2"
  global_route.usage.total_pct: 16.0
  largest_net_degree_at_the_start_of_global_routing: 63
  initial_antenna_violation_count: 0
  gr-total-overflow: 0
  use_met2_pct: 25.0
  global_route_wire_length_before_repair_um: 16700
  via_count_of_the_first_global_routing_pass: 3227
layout:
  drive_gt1_share_pct: 43.9
  syn2layout_area_growth_pct: 31.6
  post_layout_nonfiller_instances: 612
  fill_cells: 1036
timing:
  setup_repair_after_global_routing_missed_its_margin: "no"
  finalCriticalPeriod_ns: 2.92
  max_slew_margin_pct: 56.1
  timing_hold_violations_final: 0
  fin_skew_ns: 0.00395
  finalClockPeriodUsage_pct: 97.4
  finalSetupViolCount: 0
  fin_ws_ns: 0.0769
  max_slew_vio_count: 0
  tightestPinTransition_ns: 0.659
  max_clock_freq_ghz: 0.342
route:
  drt_iter0_markers: 162
  diodes: 0
  routed_wire_length_per_instance_um: 16.0
  drt_drc_violations_left: 0
  route.antenna.remaining_nets: 0
  detailroute.via_count: 3053
  finalWirelength_um: 9780
  post_drt_via_cell_ratio: 4.99
  detail_route.first_pass.iterations: 6
job:
  cap_viol_max_count: 0
  stage_log_warnings: 25
placement:
  io_buffer_count: 79
  place_congestion: 0.867
  place_hpwl_um: 6520
  dp_cell_count: 578
  pre_cts_slack_ns: -0.273
clock_tree:
  cts.sinks: 128
  cts.root.buffer_cell: "sky130_fd_sc_hd__clkbuf_16"
  cts.path.max_buffers: 2
  cts-htree-levels: 4
  tritoncts_clock_tree: "done"
  clock.latency.late_pin_ns: 0.40
  clk_pin_slew_worst_paths_ns: 0.05
  cts_inserted_buffers: 17
min_path:
  hold_path.class: "input pin to asynchronous set/reset pin"
synth:
  yosys_warnings: 0
  synth.yosys.num_cells: 333
  netlist-cell-type-count: 27
  synth_cells: 333
  synth-seq-cells: 128
  syn-cell-area_um2: 5350
  synth-area-yosys_um2: 5350
  synth_sequential_area_ratio_pct: 59.9
  syn_avg_cell_area_um2: 16.1
run_status:
  run_status: "finished clean"
timing repair:
| item | in CTS | in global routing |
|---|---|---|
| gates cloned | 1 | 0 |
| resized | 2 | 7 |
| endpoints found under the hold margin | 0 | 0 |
| pin swaps | 0 | 1 |
| hold buffers | 0 | 0 |
| setup endpoints to repair | 8 | 6 |
| setup buffers | 2 | 0 |
worst max path at each step:
stage | startpoint | to | cells past startpoint
after CTS | reg_rd_addr_i[0] | reg_rd_data_o[3] | 6
after global routing | reg_rd_addr_i[0] | reg_rd_data_o[7] | 7
final | reg_rd_addr_i[0] | reg_rd_data_o[3] | 6
metal layers:
metal | part of all wire [%] | wire [um]
met1 | 45 | 4390
met2 | 49 | 4810
met3 | 4.7 | 455
met4 | 1.3 | 128
met5 | 0 | 0
kinds of logic after synthesis:
kind of cell	Yosys count	share of synthesized area (%)
AOI/OAI and AO/OA	18	2.22
DFF	128	59.9
and+or+nand+nor	15	1.36
buffers and inverters	24	2.27
muxes	148	34.2
flip-flops by register name (all words and copies together), names as in the netlist:
signal  flops
regs       64
data       64
synthesized netlist by cell type:
master / n / area [um^2]
sky130_fd_sc_hd__and2_1: 1 / 6.26
sky130_fd_sc_hd__nor2b_1: 1 / 6.26
sky130_fd_sc_hd__mux4_2: 4 / 90.1
sky130_fd_sc_hd__mux4_1: 8 / 210
sky130_fd_sc_hd__o22ai_1: 3 / 18.8
sky130_fd_sc_hd__dfrtp_1: 128 / 3200
sky130_fd_sc_hd__a31oi_1: 1 / 6.26
sky130_fd_sc_hd__buf_4: 1 / 7.51
sky130_fd_sc_hd__mux2_2: 135 / 1520
sky130_fd_sc_hd__inv_1: 3 / 11.3
sky130_fd_sc_hd__o41ai_1: 1 / 8.76
sky130_fd_sc_hd__a22o_1: 1 / 8.76
sky130_fd_sc_hd__nor3_1: 1 / 5.00
sky130_fd_sc_hd__o21ai_0: 2 / 10.0
sky130_fd_sc_hd__or3b_2: 1 / 8.76
sky130_fd_sc_hd__a222oi_1: 1 / 10.0
sky130_fd_sc_hd__nor2_1: 4 / 15.0
sky130_fd_sc_hd__a22oi_1: 1 / 7.51
sky130_fd_sc_hd__clkbuf_1: 3 / 11.3
sky130_fd_sc_hd__a41o_1: 1 / 10.0
sky130_fd_sc_hd__mux2i_1: 1 / 10.0
sky130_fd_sc_hd__a21oi_1: 6 / 30.0
sky130_fd_sc_hd__buf_6: 1 / 11.3
sky130_fd_sc_hd__a221oi_1: 1 / 8.76
sky130_fd_sc_hd__nand2b_1: 2 / 12.5
sky130_fd_sc_hd__buf_2: 16 / 80.1
sky130_fd_sc_hd__nand2_1: 5 / 18.8
power by group through the flow:
| stage | Clock (W) | Combinational [W] | Sequential [W] |
|---|---|---|---|
| 5_1_grt | 0.00209 | 0.000638 | 0.00209 |
| 6_report | 0.00197 | 0.000580 | 0.00206 |
| 4_1_cts | 0.00201 | 0.000588 | 0.00206 |
per-stage QoR:
stage          hold slack [ns]  utilization [%]  cell area, um^2  TNS [ns]  total power, W
6_report                 0.232             54.9             7040         0         0.00460
3_5_place_dp             0.486             49.9             6400     -1.27         0.00267
3_3_place_gp             0.483             49.9             6400     -1.13         0.00265
2_1_floorplan            0.304                -             5350         0         0.00239
4_1_cts                  0.251             54.8             7030         0         0.00466
5_1_grt                  0.274             54.9             7040         0         0.00482
cell type report:
type / instances / area [um^2] / area share, %
Clock buffer: 25 / 495 / 7.04
Tap cell: 172 / 215 / 3.06
Multi-Input combinational cell: 181 / 2030 / 28.8
Clock inverter: 6 / 80.1 / 1.14
Timing Repair Buffer: 97 / 1000 / 14.2
Sequential cell: 128 / 3200 / 45.5
Inverter: 3 / 15.0 / 0.213
cells in the final DEF, fill, tap and decap left out, types with 2 or more instances in the layout:
| master | instances |
|---|---|
| sky130_fd_sc_hd__nor2_1 | 4 |
| sky130_fd_sc_hd__mux2_2 | 135 |
| sky130_fd_sc_hd__clkinv_2 | 4 |
| sky130_fd_sc_hd__bufinv_16 | 2 |
| sky130_fd_sc_hd__mux4_2 | 6 |
| sky130_fd_sc_hd__dfrtp_1 | 128 |
| sky130_fd_sc_hd__mux4_1 | 6 |
| sky130_fd_sc_hd__clkbuf_1 | 4 |
| sky130_fd_sc_hd__clkbuf_16 | 17 |
| sky130_fd_sc_hd__o21ai_0 | 2 |
| sky130_fd_sc_hd__clkbuf_8 | 4 |
| sky130_fd_sc_hd__inv_1 | 2 |
| sky130_fd_sc_hd__a21oi_1 | 6 |
| sky130_fd_sc_hd__nand2_1 | 5 |
| sky130_fd_sc_hd__buf_2 | 2 |
| sky130_fd_sc_hd__buf_12 | 5 |
| sky130_fd_sc_hd__clkdlybuf4s50_1 | 73 |
| sky130_fd_sc_hd__o22ai_1 | 2 |
| sky130_fd_sc_hd__buf_4 | 13 |
| sky130_fd_sc_hd__nand2b_1 | 2 |
Power figures rest on the tool's default switching activity, not on a simulated workload.
